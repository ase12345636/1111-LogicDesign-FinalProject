`./run.sh`:
```
#!/bin/bash
# OpenROAD 26Q1-2900-gdf79404cd8, Yosys 0.63+post, stock flow scripts
make -C /OpenROAD-flow-scripts/flow DESIGN_CONFIG=/design/flow/config.mk WORK_HOME=/design/flow/orfs finish
```
`./constraint.sdc`:
```
current_design Guess

set clk_period 6.6
set clk_io_pct 0.2

create_clock -name clk0 -period $clk_period [get_ports {CLK}]

set non_clock_inputs [all_inputs -no_clocks]
set_input_delay [expr $clk_period * $clk_io_pct] -clock clk0 $non_clock_inputs
set_output_delay [expr $clk_period * $clk_io_pct] -clock clk0 [all_outputs]
```
`./design.v`:
```
module Guess (
    output reg com1,com2,com3,com4,a,b,c,d,e,f,g,beep,big,min,enable,
    output reg [2:0] set,
    output reg [7:0] DATA_R,DATA_G,DATA_B,
    input  CLK,enter,enter2,start,
    input [1:0] choise,
    input [3:0] num
);
    wire    CLK_div,CLK_div2,CLK_div3,CLK_div4;
    bit flag,flag2,flag3;     
    reg [2:0]   COM;
    reg [3:0]   t1,t2;
    reg [16:0]  s_com,r_com;
    reg [3:0] save_num [3:0];
    reg [3:0] rand_num [3:0];
    reg [7:0] t1_out [2:0];
    reg [7:0] t2_out [2:0];
    parameter logic [7:0] empty [1:0]=
    '{
    8'b11111111,
    8'b11111111
    };
    parameter logic [7:0] zero [2:0]=
    '{
    8'b10000001,
    8'b10111101,
    8'b10000001
    };
    parameter logic [7:0] one [2:0]=
    '{
    8'b11111111,
    8'b11111111,
    8'b10000001
    };
    parameter logic [7:0] two [2:0]=
    '{
    8'b10000101,
    8'b10110101,
    8'b10110001
    };
    parameter logic [7:0] three [2:0]=
    '{
    8'b10110101,
    8'b10110101,
    8'b10000001
    };
    parameter logic [7:0] four [2:0]=
    '{
    8'b11110001,
    8'b11110111,
    8'b10000001
    };
    parameter logic [7:0] five [2:0]=
    '{
    8'b10110001,
    8'b10110101,
    8'b10000101
    };
    parameter logic [7:0] six [2:0]=
    '{
    8'b10000001,
    8'b10110101,
    8'b10000101
    };
    parameter logic [7:0] seven [2:0]=
    '{
    8'b11110001,
    8'b11111101,
    8'b10000001
    };
    parameter logic [7:0] eight [2:0]=
    '{
    8'b10000001,
    8'b10110101,
    8'b10000001
    };
    parameter logic [7:0] nine [2:0]=
    '{
    8'b11110001,
    8'b11110101,
    8'b10000001
    };
    parameter logic [7:0] W_char [7:0]=
    '{
    8'b11000001,
    8'b11000001,
    8'b10111111,
    8'b11000001,
    8'b11000001,
    8'b10111111,
    8'b11000001,
    8'b11000001
    };
    parameter logic [7:0] L_char [7:0]=
    '{
    8'b11111111,
    8'b00111111,
    8'b00111111,
    8'b00111111,
    8'b00111111,
    8'b00111111,
    8'b00000001,
    8'b10000001
    };
    divfreq F0(CLK_div,CLK);
    divfreq2 F1(CLK_div2,CLK);
    divfreq3 F2(CLK_div3,CLK);
    divfreq4 F3(CLK_div4,CLK);
    initial begin
        com1=1;
        com2=1;
        com3=1;
        com4=1;
        beep=0;
        flag=0;
        flag2=0;
        flag3=0;
        enable=1;
        set=3'b000;
        t1=4'b1001;
        t2=4'b0000;
        DATA_R=8'b11111111;
        DATA_G=8'b11111111;
        DATA_B=8'b11111111;
        rand_num [0]=4'b0000;
        rand_num [1]=4'b0000;
        rand_num [2]=4'b0000;
        rand_num [3]=4'b0000;
        COM [2:0]=2'b00;
        {a,b,c,d,e,f,g}=7'b1111111;
        save_num=
        '{
            4'b0000,
            4'b0000,
            4'b0000,
            4'b0000
        };
        case (t1)
            4'b0000: t1_out=zero;
            4'b0001: t1_out=one;
            4'b0010: t1_out=two;
            4'b0011: t1_out=three;
            4'b0100: t1_out=four;
            4'b0101: t1_out=five;
            4'b0110: t1_out=six;
            4'b0111: t1_out=seven;
            4'b1000: t1_out=eight;
            4'b1001: t1_out=nine;
            default: t1_out=zero;
        endcase
        case (t2)
            4'b0000: t2_out=zero;
            4'b0001: t2_out=one;
            4'b0010: t2_out=two;
            4'b0011: t2_out=three;
            4'b0100: t2_out=four;
            4'b0101: t2_out=five;
            4'b0110: t2_out=six;
            4'b0111: t2_out=seven;
            4'b1000: t2_out=eight;
            4'b1001: t2_out=nine;
            default: t2_out=zero;
        endcase
    end
    always @(posedge CLK)
    begin
        if(!enter && num<=4'b1001 && flag && !flag3)
        begin
            case (choise)
                2'b00: save_num[0]=num;
                2'b01: save_num[1]=num;
                2'b10: save_num[2]=num;
                2'b11: save_num[3]=num;
            endcase
        end
        if(!start && !flag)
            flag=!flag;
        if(!flag)
        begin
            rand_num [0] = rand_num [0]+1;
            if(rand_num [0]>4'b1001)
                rand_num [0]=4'b0000;
        end
        if(enter2)
        begin
            s_com={save_num[3],save_num[2],save_num[1],save_num[0]};
            r_com={rand_num[3],rand_num[2],rand_num[1],rand_num[0]};
            if(s_com==r_com && !flag2)
            begin
                flag2=!flag2;
                beep=1;
            end
            else if(s_com>r_com)
            begin
                big=1;
                min=0;
            end
            else
            begin
                big=0;
                min=1;
            end
        end
    end
    always @(posedge CLK_div)
    begin
        if(!flag)
        begin
            rand_num [1] = rand_num [1]+1;
            if(rand_num [1]>4'b1001)
                rand_num [1]=4'b0000;
        end
    end
    always @(posedge CLK_div2)
    begin
        if(COM==2'b11)
            COM=2'b00;
        else
            COM=COM+1;
        case (save_num[COM])
            4'b0000: {a,b,c,d,e,f,g}=7'b0000001;
            4'b0001: {a,b,c,d,e,f,g}=7'b1001111;
            4'b0010: {a,b,c,d,e,f,g}=7'b0010010;
            4'b0011: {a,b,c,d,e,f,g}=7'b0000110;
            4'b0100: {a,b,c,d,e,f,g}=7'b1001100;
            4'b0101: {a,b,c,d,e,f,g}=7'b0100100;
            4'b0110: {a,b,c,d,e,f,g}=7'b0100000;
            4'b0111: {a,b,c,d,e,f,g}=7'b0001111;
            4'b1000: {a,b,c,d,e,f,g}=7'b0000000;
            4'b1001: {a,b,c,d,e,f,g}=7'b0000100;
            default: {a,b,c,d,e,f,g}=7'b1111111;
        endcase
        case (COM)
            2'b00:
            begin
                com1=0;
                com2=1;
                com3=1;
                com4=1;
            end
            2'b01:
            begin
                com1=1;
                com2=0;
                com3=1;
                com4=1;
            end
            2'b10:
            begin
                com1=1;
                com2=1;
                com3=0;
                com4=1;
            end
            2'b11:
            begin
                com1=1;
                com2=1;
                com3=1;
                com4=0;
            end
        endcase
        if(!flag)
        begin
            rand_num [2] = rand_num [2]+1;
            if(rand_num [2]>4'b1001)
                rand_num [2]=4'b0000;
        end
    end
    always @(posedge CLK_div3) begin
        if(!flag)
        begin
            rand_num [3] = rand_num [3]+1;
            if(rand_num [3]>4'b1001)
                rand_num [3]=4'b0000;
        end
    end
    always @(posedge CLK_div4) begin
        if(flag && !flag2)
        begin
            if (t1<=4'b0000 && t2<=4'b0000)
            begin
                t1=4'b0000;
                t2=4'b0000;
                flag3=1;
            end
            else if(t2<=4'b0000)
            begin
                t1=t1-1;
                t2=4'b1001;
            end
            else
                t2=t2-1;
            case (t1)
                4'b0000: t1_out=zero;
                4'b0001: t1_out=one;
                4'b0010: t1_out=two;
                4'b0011: t1_out=three;
                4'b0100: t1_out=four;
                4'b0101: t1_out=five;
                4'b0110: t1_out=six;
                4'b0111: t1_out=seven;
                4'b1000: t1_out=eight;
                4'b1001: t1_out=nine;
                default: t1_out=zero;
            endcase
            case (t2)
                4'b0000: t2_out=zero;
                4'b0001: t2_out=one;
                4'b0010: t2_out=two;
                4'b0011: t2_out=three;
                4'b0100: t2_out=four;
                4'b0101: t2_out=five;
                4'b0110: t2_out=six;
                4'b0111: t2_out=seven;
                4'b1000: t2_out=eight;
                4'b1001: t2_out=nine;
                default: t2_out=zero;
            endcase
        end
    end
    always @(posedge CLK_div2)
    begin
        if(set==3'b111)
            set=3'b000;
        else
            set=set+1;
        if(flag2)
        begin
            DATA_R=W_char[set];
            DATA_G=W_char[set];
            DATA_B=W_char[set];
        end
        else if(flag3)
        begin
            DATA_R=L_char[set];
            DATA_G=8'b11111111;
            DATA_B=8'b11111111;
        end
        else
        begin
            case (set)
                3'b000:
                begin
                    DATA_R=t1_out[2];
                    DATA_G=t1_out[2];
                    DATA_B=t1_out[2];
                end
                3'b001:
                begin
                    DATA_R=t1_out[1];
                    DATA_G=t1_out[1];
                    DATA_B=t1_out[1];
                end
                3'b010:
                begin
                    DATA_R=t1_out[0];
                    DATA_G=t1_out[0];
                    DATA_B=t1_out[0];
                end
                3'b011:
                begin
                    DATA_R=empty [0];
                    DATA_G=empty [0];
                    DATA_B=empty [0];
                end
                3'b100:
                begin
                    DATA_R=empty [1];
                    DATA_G=empty [1];
                    DATA_B=empty [1];
                end
                3'b101:
                begin
                    DATA_R=t2_out[2];
                    DATA_G=t2_out[2];
                    DATA_B=t2_out[2];
                end
                3'b110:
                begin
                    DATA_R=t2_out[1];
                    DATA_G=t2_out[1];
                    DATA_B=t2_out[1];
                end
                3'b111:
                begin
                    DATA_R=t2_out[0];
                    DATA_G=t2_out[0];
                    DATA_B=t2_out[0];
                end
            endcase
        end
    end
endmodule
module divfreq (output reg CLK_div,input CLK);
    reg[24:0] Count;
    always @(posedge CLK)
    begin
        if(Count>25)
            begin
                Count<=25'b0;
                CLK_div<=~CLK_div;
            end
        else
            Count <= Count+1'b1;
    end
endmodule
module divfreq2 (output reg CLK_div,input CLK);
    reg[24:0] Count;
    always @(posedge CLK)
    begin
        if(Count>2500)
            begin
                Count<=25'b0;
                CLK_div<=~CLK_div;
            end
        else
            Count <= Count+1'b1;
    end
endmodule
module divfreq3 (output reg CLK_div,input CLK);
    reg[24:0] Count;
    always @(posedge CLK)
    begin
        if(Count>250000)
            begin
                Count<=25'b0;
                CLK_div<=~CLK_div;
            end
        else
            Count <= Count+1'b1;
    end
endmodule
module divfreq4 (output reg CLK_div,input CLK);
    reg[24:0] Count;
    always @(posedge CLK)
    begin
        if(Count>25000000)
            begin
                Count<=25'b0;
                CLK_div<=~CLK_div;
            end
        else
            Count <= Count+1'b1;
    end
endmodule
```
`./config.mk`:
```
export PLATFORM = sky130hd
export DESIGN_NAME = Guess
export DESIGN_NICKNAME = Guess
export VERILOG_FILES = /design/flow/design.v
export SDC_FILE = /design/flow/constraint.sdc
export NUM_CORES = 4
export LEC_CHECK = 1
export CORE_UTILIZATION = 50
export SYNTH_HDL_FRONTEND = slang
```
==> run notes <==
The timing report gives the worst reg2reg path a setup slack of 4.47 ns. The top cell types in the final layout, fill and taps aside, are 36 x dfxtp_1, 29 x conb_1, 27 x clkdlybuf4s50_1, 16 x nor2_1, 10 x ha_1. Adding up every negative setup slack in the final design gives 0 ns. The number of iterations in the first detailed-routing pass is 4.

According to the I/O placement log, the pin count is 52. The maximum clock insertion buffer count was 2; the distinct cell type count of the synthesized netlist was 31. The total area inside the core boundary comes to 3340 um2.

In the final run the clock tree shows a worst skew of 0.00605 ns. The run gives 51.9% as the sequential-to-total area share from yosys stat. The design draws 242 uW. The worst register-to-register path depth is 5. In this run the critical register-to-register path is captured at F1.CLK_div$_DFFE_PN_. The area recorded from the Yosys report for this design is 1730 um2. Counting the fill cells in the layout gives 297. The netlist area before placement is 1730 um2. Top achievable clock speed: 468 MHz. The initialized floorplan defines 21 standard-cell rows. The CTS clock-pin slew for the worst setup and hold paths is 0.13 ns. With the flip-flop and latch count after synthesis at 42, the number of unconstrained endpoints is 45. The final design utilization is 58.5%, and the tool warning count is 39. With fillers left out, the area of the finished cells amounts to 1950 um2. In the final layout, the share of cells above drive strength 1 is 2.59%.

The floorplan step set the die height to 60.9 um. Synthesis produced 167 cells. The detailed placer reported the number of placed instances as 235. The first global-routing pass estimated 3.37 mm of wire.

The post-CTS hold buffer count recorded in the log is 0. The detailed-route wire length was 2.01 mm. The startpoint identified for the worst register-to-register timing path is F1.Count[0]$_SDFF_PN0_. VDD sags by at most 0.000144 V. Yosys reported that registers with async set or reset make up 0%.

Per the synthesis report, the dominant area consumer among library cells is dfxtp_1. Overall routing resource usage recorded by global route was 12.1%. After Yosys synthesis, AND-OR and OR-AND compound gates account for 4.26% of the synthesized area.

The number of vias per cell after detailed routing works out to 4.23. The flow ran to the end, and the final reports show no timing, DRC or antenna violations. The horizontal die dimension reported for this design is 60.9 um. For the number of register pins that no clock reaches, the log shows 15.

Summing all placed instances gives a cell area of 1920 um2. Once detailed placement completed, the half-perimeter wirelength came to 1.53 mm. In this run the worst path has a maximum fanout of 13. The run gives 1 for the H-tree depth reported by CTS. With the number of global-route vias before repair at 803, the number of cells on the worst hold path is 1. The synthesized design devotes to its leading area cell type 41.6% of total area. The end-of-flow timing check tallies setup violations at 0.

With the count of buffers from port buffering at 27, the pre-CTS setup slack is 4.36 ns. With the period utilization at 32.3%, the average detailed-routed wire length per instance is 8.40 um. The initial antenna violation count is 0. The class of the worst hold path is reg2reg. The tools report the remaining number of nets flagged by the antenna check after routing as 0. The report lists the power per cell area as 124 nW/um2. Ranked by total cell area, the synthesized netlist is headed by dfxtp_1 42%, buf_4 13%, edfxtp_1 10%.

The worst-case setup margin in the final layout is 4.47 ns. The final-report hold violation count was 0. Starting DRC count in detailed routing: 24. The largest net degree at the start of global routing was 17. The report counts max-capacitance violations totalling 0. Setup repair after global routing left no endpoint under its margin. The main logic family after synthesis was buffers and inverters. The later pin in the worst-skew pair is clocked with a latency of 0.31 ns. The total antenna diodes in the routed design came out at 0. For the worst setup path, the data required time is 6.63 ns. In this run, the synthesized area fraction spent on and/or/nand/nor cells is recorded as 14.1%. Endpoint type of the worst setup path: a register. The number of resized instances in the post-cts repair step came out at 0. In the Yosys report the total cell count is 167. The initial core utilization came out at 52.0%. The worst hold margin was 0.519 ns; the synthesized area per cell was 10.4 um2. The type of the setup path with the least slack is reg2reg.

The synthesized netlist devotes 5.05% of its cell area to XOR and XNOR gates. The top cell type in the final layout, fill and taps aside, is dfxtp_1. Between the synthesized netlist and the finished layout, the area growth was recorded as 12.6%. Post-CTS setup buffer count: 0. The synthesized design contains 6 enable-type register cells.

For this run the aggregate overflow at the end of global routing stands at 0. For the worst min-delay path, the startpoint reported by OpenROAD is F1.Count[0]$_SDFF_PN0_. The run gives 239 for the number of non-filler instances in the completed layout. The total number of vias was 1012. Per the gpl log, the routability congestion estimate is 0.814. The Yosys step of the flow raised 0 warnings. The analysis attributes to cell leakage a power of 0.817 nW. With the post-layout minimum cycle time at 2.13 ns, the DRC violation count after routing is 0. For hold timing, the worst endpoint is F1.Count[0]$_SDFF_PN0_. Buffer type at the clock tree root: clkbuf_4. Per the final report, max-transition violations number 0. Data on the critical path arrives at its endpoint at 2.17 ns. The most used flip-flop cell is dfxtp_1. Startpoint class of the critical path: a register. TritonCTS built the clock tree.

The run gives 1.23% for the area fraction in mux cells. The adder and majority cell fraction of the synthesized area came out at 7.22%. In this run, CTS created clock tree buffers numbering 3.

Per the OpenROAD floorplan log, the area of the die is 3710 um2.
[state kept, by name (all words and copies together), names as in the netlist, 2 cells and up]
name	count
COM	3
DATA_B	2
DATA_R	3
F1.Count	25
set	3
[worst max-delay path: stages, from the launching register on]
cell and delay, ns:
dfxtp_1 0.39, inv_1 0.08, ha_1 0.14, or3b_1 0.33, a2111o_1 0.42, a311o_1 0.49
[cell type report]
type                       instances  area, um2  area share (%)
clock buffer                       3       22.5            1.15
timing repair buffer              27        270            13.8
inverter                           9       33.8            1.73
sequential                        42        901            46.1
clock inverter                     1       7.51           0.384
tap                               46       57.6            2.95
multi-input combinational        111        661            33.8
[synth_stat cells, types with 2 or more instances]
master and instances:
nor4_1 3, and3_1 2, conb_1 2, nand4_1 4, edfxtp_1 6, nand2_1 8
nor2_1 16, o21ai_0 4, inv_1 9, nand3_1 5, nand2b_1 2, a21oi_1 2
xnor2_1 4, dfxtp_1 36, nor2b_1 5, xor2_1 6, ha_1 10, buf_4 30
[worst max path at each step]
stage,start,endpoint,slack (ns),cells past startpoint
4_1_cts,F1.Count[0]$_SDFF_PN0_,F1.CLK_div$_DFFE_PN_,4.45,5
6_report,F1.Count[0]$_SDFF_PN0_,F1.CLK_div$_DFFE_PN_,4.47,5
5_1_grt,F1.Count[0]$_SDFF_PN0_,F1.CLK_div$_DFFE_PN_,4.38,5
[cells by family after synthesis]
| kind of cell | Yosys count |
|---|---|
| DFF | 42 |
| AOI/OAI and AO/OA | 11 |
| buffers and inverters | 41 |
| muxes | 2 |
| xor gates and xnor gates | 10 |
| other | 2 |
| adders and majority gates | 10 |
| and+or+nand+nor | 49 |
[per-layer routing]
metal / routed length, um / global-route usage (%) / share of wire, % / vias to the layer above
met3: 62 / 0.864 / 3.1 / 2
met1: 1010 / 19.0 / 50 / 442
met2: 914 / 19.6 / 46 / 28
met5: 0 / 0 / 0 / -
met4: 23 / 2.27 / 1.1 / 0
li1: - / - / - / 540
[report_power, final]
group / total [mW] / internal [mW] / switching, mW
sequential: 0.171 / 0.170 / 0.00133
clock: 0.0678 / 0.0231 / 0.0447
combinational: 0.00330 / 0.00162 / 0.00168
total: 0.242 / 0.194 / 0.0477
Power figures rest on the tool's default switching activity, not on a simulated workload.
